File: ./config.mk
export PLATFORM = sky130hd
export DESIGN_NAME = DP_latch
export DESIGN_NICKNAME = DP_latch
export VERILOG_FILES = /design/flow/design.v
export SDC_FILE = /design/flow/constraint.sdc
export NUM_CORES = 4
export LEC_CHECK = 1
export CORE_UTILIZATION = 40
File: ./constraint.sdc
current_design DP_latch

set clk_period 1.0
set clk_io_pct 0.2

create_clock -name clk0 -period $clk_period [get_ports {clk}]

set non_clock_inputs [all_inputs -no_clocks]
set_input_delay [expr $clk_period * $clk_io_pct] -clock clk0 $non_clock_inputs
set_output_delay [expr $clk_period * $clk_io_pct] -clock clk0 [all_outputs]
File: ./design.v
module dffe_ref(q, d, clk, en, clr);
   input d, clk, en, clr;
   wire clr;
   output q;
   reg q;
   initial
   begin
       q = 1'b0;
   end
   always @(posedge clk or posedge clr) begin
       if (clr) begin
           q <= 1'b0;
       end else if (en) begin
           q <= d;
       end
   end
endmodule
module reg63(q, d, clk, en, clr); 
   input [63:0] d;
   input clk, en, clr;
   wire [63:0] temp;
   output [63:0] q;
   genvar i; 
	generate 
		for(i=0; i<64; i=i+1) begin: loop1 
			dffe_ref DFFE1(.q(q[i]), .d(d[i]), .clk(clk), .en(en), .clr(clr)); 
		end 
	endgenerate  
endmodule
module DP_latch(a_in, b_in, ir_in, a_out, b_out, ir_out, clk, enable);
    input [31:0] a_in, b_in, ir_in;
    input clk, enable;
    output [31:0] a_out, b_out, ir_out;
    wire [31:0] data_outB_a;
    wire [31:0] data_outB_b;
    wire [31:0] data_outB_ir;
    reg_32 reg_a(a_out, data_outB_a, a_in, clk, enable, 1'b1, 1'b0, 1'b0);
    reg_32 reg_b(b_out, data_outB_b, b_in, clk, enable, 1'b1, 1'b0, 1'b0);
    reg_32 reg_ir(ir_out, data_outB_ir, ir_in, clk, enable, 1'b1, 1'b0, 1'b0);
endmodule
module reg_32 (data_outA, data_outB, data_in, clk, in_enable, out_enableA, out_enableB, clr);
    input [31:0] data_in;
    input clk, in_enable, out_enableA, out_enableB, clr;
    output [31:0] data_outA, data_outB;
    wire [31:0] tri_in;
    genvar i;
    generate
        for (i=0; i<32; i=i+1) begin: dffe_loop
            dffe_ref dff(.q(tri_in[i]), .d(data_in[i]), .clk(clk), .en(in_enable), .clr(clr));
            assign data_outA[i] = out_enableA ? tri_in[i] : 1'bz;
            assign data_outB[i] = out_enableB ? tri_in[i] : 1'bz;
        end
    endgenerate
endmodule
File: ./run.sh
#!/bin/bash
# OpenROAD 26Q1-2900-gdf79404cd8, Yosys 0.63+post, stock flow scripts
make -C /OpenROAD-flow-scripts/flow DESIGN_CONFIG=/design/flow/config.mk WORK_HOME=/design/flow/orfs finish
==> reports/summary.log <==
INFO  clock_tree     cts_tree=built
INFO  run_status     status=complete, but fails checks
INFO  sta            final_hold_viol_count=0
INFO  placed_design  gp_routability_congestion=0.771
INFO  power_and_ir_drop power.share.combinational=0.087
INFO  power_and_ir_drop power.leakage=1.82nW
INFO  drt            routed_via_density=4.16
INFO  die            floorplanUtilization=0.413
INFO  die            ios=194
INFO  worst_setup_path timing.critical_path.arrival=0.86ns
INFO  sta            final_min_period_over_clock_period=1.06
INFO  clock_tree     hold_buffers=0
INFO  layout         flow.area_growth_from_synthesis=30.7%
INFO  drt            overall_via_count_from_detail_route=1731
INFO  sta            worst_slew_margin_rel=0.849
INFO  layout         multi_input_comb_cells=0
INFO  die            die_x=96.9µm
INFO  grt            first_global_vias=1761
INFO  sta            totalNegativeSetupSlack=-2.20ns
INFO  die            die_outline_area=9390µm²
INFO  flow_run       warnings=27
INFO  synth          ys_chip_area=3600µm²
INFO  layout         final.fill_count=730
INFO  placed_design  place_area=4990µm²
INFO  sta            max_clock_freq=947MHz
INFO  clock_tree     cts-htree-levels=3
INFO  power_and_ir_drop switching_power=1.53mW
INFO  grt            grt_pass1_wl=9320µm
INFO  worst_setup_path critical_path_peak_fanout=1
INFO  flow_run       max_cap_violations=0
INFO  drt            first_pass_iters=4
INFO  grt            pin_count_of_the_biggest_net_entering_global_routing=43
INFO  worst_setup_path setup.worst_path.end_class=output pin
INFO  drt            detail-route-antenna-nets=0
INFO  clock_tree     cts_num_sinks=96
INFO  power_and_ir_drop power.sequential.fraction=0.604
INFO  drt            routed_wire_length_per_instance=14.4µm
INFO  die            core_area=8720µm²
INFO  synth          ys_top_logic_family=buffers and inverters
INFO  placed_design  dp.final_hpwl=4390µm
INFO  sta            rsz_0062_raised_after_global_routing=yes
INFO  worst_setup_path path_delay_family=flip-flops
INFO  clock_tree     cts_root_buf=sky130_fd_sc_hd__clkbuf_8
INFO  clock_tree     clkTransAtPathRegs=0.09ns
INFO  synth          xor_xnor_share_of_the_synthesized_area=0
INFO  die            floorplan.rows=34
INFO  grt            grt.total_usage=0.138
INFO  synth          synth_area_per_cell=18.8µm²
INFO  sta            timing.final.max_slew_violations=0
INFO  grt            globalRouteOverflowTotal=0
INFO  worst_setup_path crit_path_cell_trace=buf_2
INFO  synth          syn_inst=192
INFO  sta            timing.final.ws_setup=-0.0560ns
INFO  worst_hold_path worstHoldPathType=primary input to register
INFO  power_and_ir_drop power.internal=6.47mW
INFO  drt            drc_errors=0
INFO  clock_tree     postCtsSetupBuffers=0
INFO  drt            first_iter_violations=26
INFO  synth          synth.yosys.num_cells=192
INFO  worst_setup_path worstPathBufferInverterCount=1
INFO  placed_design  port_buffers=193
INFO  run_status     violations_in_the_final_reports=negative setup slack
INFO  clock_tree     cts_inserted_buffers=9
INFO  die            die_h=96.9µm
INFO  drt            antenna_cells=0
INFO  clock_tree     buffers_from_clock_root_to_sink_at_most=2
INFO  power_and_ir_drop netSwitchingFraction=0.191
INFO  synth          synthMuxAreaShare=0
INFO  synth          synthAoiAreaFrac=0
INFO  worst_setup_path critPathMaxStageDelay=0.38ns
INFO  drt            routed_wirelength=6000µm
INFO  layout         combGateArea=0µm²
INFO  synth          synth.yosys.seq_area_share=0.800
INFO  layout         fin_area=4710µm²
INFO  power_and_ir_drop ir_drop=0.000953V
INFO  synth          post_synth_instance_area=3600µm²
INFO  synth          basic_gates_by_area=0
INFO  worst_setup_path timing.critical_path.slowest_stage_cell=sky130_fd_sc_hd__edfxtp_1
INFO  synth          adder_share=0
INFO  synth          post_synth_regs=96
INFO  grt            grt_antenna_before_repair=0
INFO  power_and_ir_drop part_of_the_power_in_the_clock_network=0.309
INFO  power_and_ir_drop power-per-cell-area=1700nW/µm²
INFO  layout         layout-drive-gt1-share=0.373
INFO  worst_setup_path timing.setup.critical_path_class=register to output pin
INFO  sta            setup_viol=96
INFO  clock_tree     ctsResizeCount=294
INFO  sta            worst_pin_slew=0.226ns
INFO  worst_setup_path crit_path_start_kind=register
INFO  sta            timing.final.crit_period=1.06ns
INFO  synth          yosys_warnings=3
INFO  worst_setup_path required=0.80ns
INFO  synth          yosys.cell_types.count=2
## synth_stat cells
| library cell | count | share of area |
|---|---|---|
| sky130_fd_sc_hd__buf_4 | 96 | 0.20 |
| sky130_fd_sc_hd__edfxtp_1 | 96 | 0.80 |
## state kept, by name, summed over array words and instances, names as in the netlist
signal                  cells
reg_a.dffe_loop.dff.q      32
reg_b.dffe_loop.dff.q      32
reg_ir.dffe_loop.dff.q     32
## layer usage
layer  GRT usage  wire length [µm]  share of wire  vias up
met5           0                 0              0        -
li1            -                 -              -      806
met3      0.0713               865           0.14       14
met4      0.0310               172          0.029        0
met2       0.203              2740           0.46      120
met1       0.200              2220           0.37      791
## power groups by stage
stage	logic (mW)	clock network, mW	registers, mW
6_report	0.697	2.47	4.83
5_1_grt	0.760	2.76	4.86
4_1_cts	0.715	2.58	4.84
## logic make-up (layout without fill, tap and decap cells)
kind of cell  after synthesis  after routing
buf+inv                    96            212
flops                      96             96
## final timing paths
path	from	to	slack (ns)	depth (start not counted)
worst max-delay path	reg_b.dffe_loop[4].dff.q$_DFFE_PP_	b_out[4]	-0.06	1
worst min-delay path	enable	reg_ir.dffe_loop[31].dff.q$_DFFE_PP_	0.36	2
## metrics by stage
stage | setup slack [ns] | total power, mW | hold WS, ns | instances | util
after global routing | -0.121 | 8.39 | 0.342 | 416 | 0.540
after global placement | -0.0129 | 5.93 | 0.714 | 400 | 0.573
after floorplan | 0.346 | 5.26 | 0.299 | 192 | -
final | -0.0560 | 8.00 | 0.355 | 416 | 0.540
after CTS | -0.0981 | 8.13 | 0.334 | 416 | 0.540
after detailed placement | -0.0220 | 5.94 | 0.720 | 400 | 0.573
## layout make-up
class / instances / area (µm²) / share of cell area
sequential: 96 / 2880 / 0.612
timing repair buffer: 196 / 1500 / 0.318
tap: 108 / 135 / 0.0287
clock buffer: 10 / 128 / 0.0271
clock inverter: 6 / 68.8 / 0.0146
## placed cells by master, fill, tap and decap left out
cell type and instances:
sky130_fd_sc_hd__clkbuf_8 9, sky130_fd_sc_hd__clkdlybuf4s50_1 96, sky130_fd_sc_hd__edfxtp_1 96, sky130_fd_sc_hd__buf_4 2
sky130_fd_sc_hd__inv_6 1, sky130_fd_sc_hd__clkinvlp_4 1, sky130_fd_sc_hd__bufinv_16 1, sky130_fd_sc_hd__buf_12 2
sky130_fd_sc_hd__clkinv_2 1, sky130_fd_sc_hd__clkinv_4 2, sky130_fd_sc_hd__buf_2 96, sky130_fd_sc_hd__clkbuf_1 1
Power figures rest on the tool's default switching activity, not on a simulated workload.
