## /design/flow/design.v

```verilog
module full_comparator(A, B, EQ, GT);
    input [31:0] A, B;
    output EQ, GT;
    wire EQ_higher = 1'b1;
    wire GT_higher = 1'b0;
    wire eq0, eq1, eq2, eq3, eq4, eq5, eq6, eq7, eq8, eq9, eq10, eq11, eq12, eq13, eq14, eq15, gt0, gt1, gt2, gt3, gt4, gt5, gt6, gt7, gt8, gt9, gt10, gt11, gt12, gt13, gt14, gt15;
    wire [1:0] A0, A1, A2, A3, A4, A5, A6, A7, A8, A9, A10, A11, A12, A13, A14, A15, B0, B1, B2, B3, B4, B5, B6, B7, B8, B9, B10, B11, B12, B13, B14, B15;
    assign {A15, A14, A13, A12, A11, A10, A9, A8, A7, A6, A5, A4, A3, A2, A1, A0} = A;
    assign {B15, B14, B13, B12, B11, B10, B9, B8, B7, B6, B5, B4, B3, B2, B1, B0} = B;
    two_bit_comparator comp15(eq15, gt15, EQ_higher, GT_higher, A15, B15);
    two_bit_comparator comp14(eq14, gt14, eq15, gt15, A14, B14);
    two_bit_comparator comp13(eq13, gt13, eq14, gt14, A13, B13);
    two_bit_comparator comp12(eq12, gt12, eq13, gt13, A12, B12);
    two_bit_comparator comp11(eq11, gt11, eq12, gt12, A11, B11);
    two_bit_comparator comp10(eq10, gt10, eq11, gt11, A10, B10);
    two_bit_comparator comp9(eq9, gt9, eq10, gt10, A9, B9);
    two_bit_comparator comp8(eq8, gt8, eq9, gt9, A8, B8);
    two_bit_comparator comp7(eq7, gt7, eq8, gt8, A7, B7);
    two_bit_comparator comp6(eq6, gt6, eq7, gt7, A6, B6);
    two_bit_comparator comp5(eq5, gt5, eq6, gt6, A5, B5);
    two_bit_comparator comp4(eq4, gt4, eq5, gt5, A4, B4);
    two_bit_comparator comp3(eq3, gt3, eq4, gt4, A3, B3);
    two_bit_comparator comp2(eq2, gt2, eq3, gt3, A2, B2);
    two_bit_comparator comp1(eq1, gt1, eq2, gt2, A1, B1);
    two_bit_comparator comp0(EQ, GT, eq1, gt1, A0, B0);
endmodule
module mux_2_1bit(out, select, in0, in1);
    input select;
    input in0, in1;
    output out;
    assign out = select ? in1 : in0;
endmodule
module mux_4_1bit(out, select, in0, in1, in2, in3);
    input [1:0] select;
    input in0, in1, in2, in3;
    output out;
    wire w1, w2;
    mux_2_1bit first_top(w1, select[0], in0, in1);
    mux_2_1bit first_bottom(w2, select[0], in2, in3);
    mux_2_1bit second(out, select[1], w1, w2);
endmodule
module mux_8_1bit(out, select, in0, in1, in2, in3, in4, in5, in6, in7);
    input [2:0] select;
    input in0, in1, in2, in3, in4, in5, in6, in7;
    output out;
    wire w1, w2;
    mux_4_1bit first_top(w1, select[1:0], in0, in1, in2, in3);
    mux_4_1bit first_bottom(w2, select[1:0], in4, in5, in6, in7);
    mux_2_1bit second(out, select[2], w1, w2);
endmodule
module two_bit_comparator(EQi, GTi, EQi2, GTi2, A, B);
    input EQi2, GTi2;
    input [1:0] A, B;
    output EQi, GTi;
    wire [2:0] select;
    assign select[2:1] = A;
    assign select[0] = B[1];
    wire w1, w2, w3, w4;
    mux_8_1bit eq(w1, select, ~B[0], 1'b0, B[0], 1'b0, 1'b0, ~B[0], 1'b0, B[0]);
    and andeq(EQi, EQi2, ~GTi2, w1);
    mux_8_1bit gt(w2, select, 1'b0, 1'b0, ~B[0], 1'b0, 1'b1, 1'b0, 1'b1, ~B[0]);
    and andgt1(w3, ~EQi2, GTi2);
    and andgt2(w4, EQi2, ~GTi2, w2);
    or orgt(GTi, w3, w4);
endmodule
```

## /design/flow/run.sh

```bash
#!/bin/bash
# OpenROAD 26Q1-2900-gdf79404cd8, Yosys 0.63+post, stock flow scripts
make -C /OpenROAD-flow-scripts/flow DESIGN_CONFIG=/design/flow/config.mk WORK_HOME=/design/flow/orfs finish
```

## /design/flow/config.mk

```make
export PLATFORM = sky130hd
export DESIGN_NAME = full_comparator
export DESIGN_NICKNAME = full_comparator
export VERILOG_FILES = /design/flow/design.v
export SDC_FILE = /design/flow/constraint.sdc
export NUM_CORES = 4
export LEC_CHECK = 1
export CORE_AREA = 10 10 76 76
export DIE_AREA = 0 0 86 86
```

## /design/flow/constraint.sdc

```tcl
current_design full_comparator

set clk_period 5.2
set clk_io_pct 0.2

create_clock -name clk0 -period $clk_period

set non_clock_inputs [all_inputs -no_clocks]
set_input_delay [expr $clk_period * $clk_io_pct] -clock clk0 $non_clock_inputs
set_output_delay [expr $clk_period * $clk_io_pct] -clock clk0 [all_outputs]
```

==> summary.txt <==
crit path DRT: 4160 ps
PortBufs: 66
peak supply drop: 0.0000236 V
Post-Syn Instances: 113
crit path cell chain: clkdlybuf4s50_1 > nand2b_1 > o21ai_1 > or4_1 > or4_4 > o211ai_2 > clkdlybuf4s50_1
final setup fails: 0
Fin Setup TNS: 0 ps
leakage: 0.576 nW
capture point of the worst path: GT
Design Area, Final: 0.00147 sq mm
crit-path max cell delay: 550 ps
Yosys chip area: 751 sq um
post-CTS setup buffer count: 0
1st-iter DRT viols: 29
Flop area: 0 sq um
M2 GR Usage: 13.7%
Yosys top cell by area: xor2_1
post-route ant nets: 0
data arrival time of the critical path: 3390 ps
Startpoint Class: input pin
Synth Seq Share: 0%
Crit-path slowest cell: or4_4
antenna cells: 0
Hold Path Class: in2out
CTS resizes: 0
gr ovfl total: 0
Final Hold Viols: 0
WL per Instance: 12.1 um
kind of critical path: in2out
clkbuf count: 0
area of the die: 0.00740 sq mm
Tightest Pin Transition: 606 ps
vias per cell: 4.17
Cells after DPL: 229
largest net degree at the start of global routing: 4
met1 Use GR: 7.60%
Max Cap Viol: 0
CP startpoint: A[22]
OpenROAD warning count: 32
DP HPWL: 2.69 mm
PD cells: 70.9 mW/mm^2
final wirelength: 2.78 mm
P&R area growth vs syn: 96.3%
busiest grt layer: met2
ys cells: 113
IO Count: 66
Tcrit/Tclk final: 85.3%
global-route usage over all layers: 7.00%
first-pass GRT wire length: 4.38 mm
die width: 86 um
slew margin rel.: 58.5%
Largest cells by area: xor2_1 (13%), inv_1 (10%), nor2b_1 (10%)
die height: 86 um
unrepaired setup endpoints after global routing: no
number of fill cells: 423
Area leader share: 12.8%
placed instance area: 0.00147 sq mm
DR vias: 955
core area: 0.00412 sq mm
top cells by count: inv_1 (21), nor2b_1 (12), xor2_1 (11)
vias in the first global route: 1004
CP endpoint kind: primary output
synth warn: 0
layout cells sized above 1: 4.47%
Netlist cell types: 32
CP max FO: 2
syn avg cell area: 6.64 sq um
most common cell in the netlist: inv_1
FP Util: 18.2%
outcome: finished, final reports clean
seq_cells: 0
placer congestion estimate: 0.796
count of final max-slew check failures: 0
Hold WS: 3170 ps
row count: 23
hold_buf cts: 0
first-pass iteration count of the detailed router: 4
non-filler cells, final: 229
f_max: 0.226 GHz
min Tclk post-route: 4430 ps
met3 Use GR: 1.91%
Most common cell on crit path: clkdlybuf4s50_1
Mapped Area: 751 sq um
drc violations: 0
initial antenna violation count: 0
worst min path at each step:
stage,start,endpoint,slack (ps),depth (start not counted)
5_1_grt,A[0],EQ,3250,6
4_1_cts,A[0],EQ,3180,6
6_report,A[0],EQ,3170,6
per-layer routing:
metal,vias to the layer above,wire [um]
met5,-,0
met4,0,0
met2,26,1510
li1,530,-
met3,0,254
met1,399,1010
cell families after synthesis:
family          count (synthesis)  share of synthesized area, %
simple gates                   37                          28.5
compound gates                 26                          24.7
buf+inv                        23                          13.3
xor+xnor                       18                          21.0
fa+ha+maj                       9                          12.5
per-stage QoR:
step	power (mW)	util [%]	setup slack (ps)
3_5_place_dp	0.106	35.8	742
4_1_cts	0.106	35.8	744
6_report	0.105	35.8	767
2_1_floorplan	0.0415	-	1790
5_1_grt	0.116	35.8	618
3_3_place_gp	0.106	35.8	760
worst max-delay path, delay by kind of cell:
kind | cells | cell delay, ps
buf+inv | 2 | 970
simple gates | 3 | 1170
compound gates | 2 | 220
power by group:
part           internal (mW)  total (mW)  switching, mW
Combinational         0.0694       0.105         0.0351
Sequential                 0           0              0
Clock                      0           0              0
Total                 0.0694       0.105         0.0351
cells in the final DEF, fill, tap and decap left out, types with 2 or more instances in the layout:
cell,n
clkdlybuf4s50_1,66
inv_1,21
nor2b_1,12
xor2_1,11
xnor2_1,7
a21oi_1,6
maj3_1,6
nand2b_1,5
nand2_1,5
nand4_1,3
o22ai_1,3
nand3_1,3
maj3_2,3
o21ai_0,3
a2111oi_0,3
nor2_1,3
nor3_1,2
a221oi_1,2
final cells by class:
type                            instances  area, sq um  share of cell area, %
Inverter                               23          100                   6.79
Tap cell                               50         62.6                   4.24
Timing Repair Buffer                   66          661                   44.8
Multi-Input combinational cell         90          651                   44.1
No activity file was given, so power comes from the tool's default toggle rates.
