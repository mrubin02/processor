===== flow/run.sh =====
#!/bin/bash
# OpenROAD 26Q1-2900-gdf79404cd8, Yosys 0.63+post, stock flow scripts
make -C /OpenROAD-flow-scripts/flow DESIGN_CONFIG=/design/flow/config.mk WORK_HOME=/design/flow/orfs finish

===== flow/config.mk =====
export PLATFORM = sky130hd
export DESIGN_NAME = DX_latch
export DESIGN_NICKNAME = DX_latch
export VERILOG_FILES = /design/flow/design.v
export SDC_FILE = /design/flow/constraint.sdc
export NUM_CORES = 4
export LEC_CHECK = 1
export CORE_AREA = 10 10 171 171
export DIE_AREA = 0 0 181 181

===== flow/constraint.sdc =====
current_design DX_latch

set clk_period 1.0
set clk_io_pct 0.2

create_clock -name clk0 -period $clk_period [get_ports {clk}]

set non_clock_inputs [all_inputs -no_clocks]
set_input_delay [expr $clk_period * $clk_io_pct] -clock clk0 $non_clock_inputs
set_output_delay [expr $clk_period * $clk_io_pct] -clock clk0 [all_outputs]

===== flow/design.v =====
module dffe_ref(q, d, clk, en, clr);
   input d, clk, en, clr;
   wire clr;
   output q;
   reg q;
   initial
   begin
       q = 1'b0;
   end
   always @(posedge clk or posedge clr) begin
       if (clr) begin
           q <= 1'b0;
       end else if (en) begin
           q <= d;
       end
   end
endmodule
module reg63(q, d, clk, en, clr); 
   input [63:0] d;
   input clk, en, clr;
   wire [63:0] temp;
   output [63:0] q;
   genvar i; 
	generate 
		for(i=0; i<64; i=i+1) begin: loop1 
			dffe_ref DFFE1(.q(q[i]), .d(d[i]), .clk(clk), .en(en), .clr(clr)); 
		end 
	endgenerate  
endmodule
module DX_latch(pc_in, a_in, b_in, ir_in, pc_out, a_out, b_out, ir_out, clk);
    input [31:0] pc_in, a_in, b_in, ir_in;
    input clk;
    output [31:0] pc_out, a_out, b_out, ir_out;
    wire [31:0] data_outB_pc;
    wire [31:0] data_outB_a;
    wire [31:0] data_outB_b;
    wire [31:0] data_outB_ir;
    reg_32 reg_pc(pc_out, data_outB_pc, pc_in, clk, 1'b1, 1'b1, 1'b0, 1'b0);
    reg_32 reg_a(a_out, data_outB_a, a_in, clk, 1'b1, 1'b1, 1'b0, 1'b0);
    reg_32 reg_b(b_out, data_outB_b, b_in, clk, 1'b1, 1'b1, 1'b0, 1'b0);
    reg_32 reg_ir(ir_out, data_outB_ir, ir_in, clk, 1'b1, 1'b1, 1'b0, 1'b0);
endmodule
module reg_32 (data_outA, data_outB, data_in, clk, in_enable, out_enableA, out_enableB, clr);
    input [31:0] data_in;
    input clk, in_enable, out_enableA, out_enableB, clr;
    output [31:0] data_outA, data_outB;
    wire [31:0] tri_in;
    genvar i;
    generate
        for (i=0; i<32; i=i+1) begin: dffe_loop
            dffe_ref dff(.q(tri_in[i]), .d(data_in[i]), .clk(clk), .en(in_enable), .clr(clr));
            assign data_outA[i] = out_enableA ? tri_in[i] : 1'bz;
            assign data_outB[i] = out_enableB ? tri_in[i] : 1'bz;
        end
    endgenerate
endmodule

==> results.py <==
# Metrics from the implementation run
metrics = {
    "worst_setup_path": {
        "crit_path_start_kind": "flip-flop",
        "cp-end-kind": "output pin",
        "setup.worst_path.class": "reg2out",
        "cp_data_required_time_ns": 0.80,
        "cp.depth": 1,
        "path_max_fanout": 1,
        "slowest_stage": "dfxtp_2",
        "cp_num_buf_inv": 1,
        "path_cells": "buf_6",
        "cpPeakStageDelay_ns": 0.32,
        "cpLargestDelayFamily": "flip-flops",
        "arrival_ns": 0.84,
    },
    "floorplanning": {
        "die_h_um": 181,
        "core_util_floorplan_pct": 13.9,
        "die_w_um": 181,
        "io_pins": 257,
        "dieArea_mm2": 0.0328,
        "fp.coreArea_mm2": 0.0253,
        "row_count": 58,
    },
    "power": {
        "p_total_mw": 12.5,
        "power_leakage_nw": 2.40,
        "ir_drop_mv": 0.848,
        "pwr_density_cell_mw_per_mm2": 2240,
    },
    "cts": {
        "post_cts_buffers": 0,
        "cts_made_buffers": 17,
        "root_buffer": "clkbuf_16",
        "h-tree-depth": 4,
        "clk_path_buf_depth": 2,
        "cts_tree": "done",
        "clock_sinks": 128,
        "cts.clk_slew.worst_paths_ns": 0.06,
    },
    "timing": {
        "drv_slew": 0,
        "finalSetupViolCount": 48,
        "layout_worst_path_cycle_share_pct": 104,
        "rsz0062_at_grt": "true",
        "worst_pin_slew_ns": 0.177,
        "fmax_mhz": 964,
        "final.setup.worst_slack_ns": -0.0377,
        "worst_hold_slack_ns": 0.228,
        "finalSetupTns_ns": -0.667,
        "max-slew-margin-rel_pct": 88.2,
        "min_period_ns": 1.04,
        "hold_violations": 0,
    },
    "routing": {
        "drc_errors": 0,
        "wire_per_inst_um": 14.4,
        "totalWireLength_um": 10700,
        "vias": 1899,
        "drt_first_pass_iters": 4,
        "route.antenna.remaining_nets": 0,
        "antennaDiodeCount": 0,
        "viasPerCell": 2.55,
        "drt_iter0_drc": 25,
    },
    "cells_and_area": {
        "register_area_mm2": 0.00259,
        "instances_no_fill": 744,
        "layout-drive-gt1-share_pct": 43.5,
        "nMultiInputCombCells": 0,
        "area_growth_pct": 58.8,
        "logic_area_um2": 0,
        "final.fill_count": 2679,
    },
    "grt": {
        "grt-ovfl-total": 0,
        "track_usage_pct": 6.23,
        "grt_pass1_wl_um": 15100,
        "grt_max_degree": 17,
        "antenna_found_initial": 0,
        "grt_pass1_vias": 2049,
    },
    "synthesis": {
        "synthDistinctLibCells": 2,
        "avgSynthCellArea_um2": 13.8,
        "top_cell_area_share_pct": 72.7,
        "yosys_cells": 256,
        "ys_area_mm2": 0.00352,
        "syn_inst": 256,
        "yosysWarningCount": 3,
        "synth_area_mm2": 0.00352,
        "ys_seq_elements": 128,
        "yosysTopAreaCell": "dfxtp_1",
        "netlist_top_cells_area": "dfxtp_1 (73%), buf_4 (27%)",
        "synth-seq-area-share_pct": 72.7,
    },
    "hold_path": {
        "whs_path_depth": 1,
        "hold_class": "in2reg",
    },
    "status": {
        "status": "complete, but fails checks",
        "violations": "negative setup slack",
    },
    "placement": {
        "dp.cells": 714,
        "preCtsSetupSlack_ns": -0.0770,
        "gp_congestion": 0.750,
        "dpl.hpwl_um": 8950,
        "portBuffers": 256,
    },
    "job": {
        "maxCapViolCount": 0,
        "warning_count": 27,
    },
}
## kinds of logic (layout without fill, tap and decap cells)
| family | after synthesis | after routing | share of synthesized area, % |
|---|---|---|---|
| DFF | 128 | 128 | 72.7 |
| buffers and inverters | 128 | 286 | 27.3 |
## area by class of cell
type / count / share of cell area (%)
sequential: 128 / 46.4
tap: 330 / 7.38
clock buffer: 24 / 8.79
timing repair buffer: 256 / 35.6
clock inverter: 6 / 1.88
## through the flow
step	area, um^2	utilization [%]
floorplan	3520	-
global placement	5540	21.9
detailed placement	5540	21.9
CTS	5570	22.0
global route	5590	22.1
finish	5590	22.1
## path summary, 6_finish.rpt
| kind | startpoint | end | slack [ns] |
|---|---|---|---|
| worst max-delay path | reg_ir.dffe_loop[29].dff.q | ir_out[29] | -0.04 |
| worst min-delay path | b_in[28] | reg_b.dffe_loop[28].dff.q | 0.23 |
## routing by layer
| metal | track usage (%) | part of all wire, % | up-vias |
|---|---|---|---|
| met2 | 10.9 | 50 | 131 |
| met1 | 6.56 | 37 | 811 |
| li1 | - | - | 948 |
| met3 | 3.55 | 12 | 9 |
| met4 | 0.781 | 1.3 | 0 |
| met5 | 0 | 0 | - |
## power breakdown
| part | leakage (nW) | switching, mW | internal [mW] | total (mW) |
|---|---|---|---|---|
| logic | 1.03 | 0.141 | 0.623 | 0.763 |
| registers | 1.08 | 0.0598 | 5.39 | 5.45 |
| clock network | 0.296 | 2.15 | 4.15 | 6.30 |
## cell usage in the layout, fill, tap and decap left out
master / n
buf_2: 117
buf_6: 11
bufinv_16: 3
clkbuf_1: 3
clkbuf_16: 17
clkbuf_8: 4
clkdlybuf4s50_1: 128
clkinv_2: 3
dfxtp_1: 103
dfxtp_2: 25
## flip-flops by register name, summed over array words and instances, names as in the netlist
name / cells
reg_b.dffe_loop.dff.q: 32
reg_ir.dffe_loop.dff.q: 32
reg_a.dffe_loop.dff.q: 32
reg_pc.dffe_loop.dff.q: 32
## cell usage after synthesis
cell type,n
buf_4,128
dfxtp_1,128
## what timing repair did
action                                  in CTS  in global routing
pin swaps                                    0                  0
resized                                    447                 11
hold buffers                                 0                  0
endpoints found under the setup margin     128                128
cloned                                       0                  0
No activity file was given, so power comes from the tool's default toggle rates.
